**./run.sh**
```bash
#!/bin/bash
# OpenROAD 26Q1-2900-gdf79404cd8, Yosys 0.63+post, stock flow scripts
make -C /OpenROAD-flow-scripts/flow DESIGN_CONFIG=/design/flow/config.mk WORK_HOME=/design/flow/orfs finish
```
**./config.mk**
```make
export PLATFORM = sky130hd
export DESIGN_NAME = block_processor
export DESIGN_NICKNAME = block_processor
export VERILOG_FILES = /design/flow/design.v
export SDC_FILE = /design/flow/constraint.sdc
export NUM_CORES = 4
export LEC_CHECK = 1
export CORE_UTILIZATION = 30
export SYNTH_MEMORY_MAX_BITS = 65536
```
**./constraint.sdc**
```tcl
current_design block_processor

set clk_period 18.1
set clk_io_pct 0.2

create_clock -name clk0 -period $clk_period [get_ports {clk}]

set non_clock_inputs [all_inputs -no_clocks]
set_input_delay [expr $clk_period * $clk_io_pct] -clock clk0 $non_clock_inputs
set_output_delay [expr $clk_period * $clk_io_pct] -clock clk0 [all_outputs]
```
**./design.v**
```verilog
module block_processor (
    input         clk,
    input         rstn,
    input         is_decrypt,
    input [  7:0] blk_len,
    input [127:0] in_blk,
    input         in_rdy,
    output        out_rdy,
    output[  2:0] blk_type,
    output[127:0] out_blk
);
    reg         out_ready;
    reg [127:0] out_block;
    reg [319:0] state;
    reg [127:0] key;
    reg [  2:0] block_flag;
    reg         assoc_mark;
    wire        has_assoc = block_flag == 'b010 && (assoc_mark || blk_len > 0);
    begin : permutation
        reg [  3:0] round_cnt;
        wire[319:0] out_state;
        reg         out_pend;
        permutation p(
            .rc             (round_cnt),
            .in_s           (state),
            .out_s          (out_state)
        );
        task reset;
        begin
            round_cnt <= 12;
            out_pend  <= 0;
        end
        endtask
        task start (
            input [3:0] round_num
        );
        begin
            round_cnt <= round_num;
            out_pend  <= 1;
        end
        endtask
        task loop;
        begin
            round_cnt <= round_cnt + 1;
            state     <= out_state;
        end
        endtask
    end
    begin : pad
        wire[127:0] mask  = ~(~'b0 >> blk_len);
        wire[127:0] mask2 = ~(block_flag == 'b010 || !is_decrypt ? 'b0 : mask);
        wire[127:0] delim = ~(~'b0 >> blk_len + 1) ^ mask;
        wire[127:0] block = in_blk & mask;
    end
    always @(posedge clk or negedge rstn) begin
        if (!rstn) begin
            permutation.reset;
            assoc_mark           <= 0;
            state                <= 'h0;
            key                  <= 'h0;
            out_block            <= 'h0;
            block_flag           <= 'b000;
            out_ready            <= 1;
        end
        else if (permutation.round_cnt < 12) permutation.loop;
        else if (in_rdy || !out_ready) begin
            out_ready            <= permutation.out_pend;
            permutation.out_pend <= 0;
            case (permutation.out_pend)
            0: case (block_flag)
               'b000: begin
                   key                 <= in_blk;
                   block_flag          <= 'b001;
                   out_ready           <= 1;
               end
               'b001: begin
                   state[319-: 32]     <= 'h80800c08;  
                   state[287-: 32]     <= 'h0;
                   state[255-:128]     <= key;         
                   state[127-:128]     <= in_blk;      
                   assoc_mark          <= 0;
                   permutation.start(0);  
               end
              'b010, 'b011: begin
                   if (blk_len > 0)
                       assoc_mark      <= 1;
                   if (has_assoc || block_flag == 'b011) begin
                       out_block       <= pad.block ^ state[319-:128] & pad.mask;
                       state[319-:128] <= pad.block ^ state[319-:128] & pad.mask2 ^ pad.delim;
                   end
                   permutation.start(has_assoc || blk_len == 128 ? 4 : 12);  
               end
               'b100: begin
                   state[191-:128]     <= state[191-:128] ^ key;  
                   permutation.start(0);  
               end
               endcase
            1: case (block_flag)
               'b001: begin
                   state               <= state ^ key;  
                   block_flag          <= 'b010;
               end
               'b010: begin
                   state               <= state ^ (blk_len < 128 ? 'b1 : 'b0);  
                   block_flag          <= blk_len < 128 ? 'b011 : 'b010;
               end
               'b011: begin
                   block_flag          <= blk_len < 128 ? 'b100 : 'b011;
               end
               'b100: begin
                   out_block           <= state[127-:128] ^ key;  
                   block_flag          <= 'b001;
               end
               endcase
            endcase
        end
    end
    assign blk_type = block_flag;
    assign out_rdy  = out_ready;
    assign out_blk  = out_block;
endmodule
module permutation(
    input [  3:0] rc,
    input [319:0] in_s,
    output[319:0] out_s
    );
    wire[319:0] state_c;
    wire[319:0] state_s;
    wire[319:0] state_l;
    assign state_c[319-:192] = in_s[319-:192] ^ {~rc, rc};
    assign state_c[127-:128] = in_s[127-:128];
    function [4:0] sbox;
    input [4:0] x;
    begin
        case (x)
            5'h00: sbox = 5'h04;
            5'h01: sbox = 5'h0B;
            5'h02: sbox = 5'h1F;
            5'h03: sbox = 5'h14;
            5'h04: sbox = 5'h1A;
            5'h05: sbox = 5'h15;
            5'h06: sbox = 5'h09;
            5'h07: sbox = 5'h02;
            5'h08: sbox = 5'h1B;
            5'h09: sbox = 5'h05;
            5'h0A: sbox = 5'h08;
            5'h0B: sbox = 5'h12;
            5'h0C: sbox = 5'h1D;
            5'h0D: sbox = 5'h03;
            5'h0E: sbox = 5'h06;
            5'h0F: sbox = 5'h1C;
            5'h10: sbox = 5'h1E;
            5'h11: sbox = 5'h13;
            5'h12: sbox = 5'h07;
            5'h13: sbox = 5'h0E;
            5'h14: sbox = 5'h00;
            5'h15: sbox = 5'h0D;
            5'h16: sbox = 5'h11;
            5'h17: sbox = 5'h18;
            5'h18: sbox = 5'h10;
            5'h19: sbox = 5'h0C;
            5'h1A: sbox = 5'h01;
            5'h1B: sbox = 5'h19;
            5'h1C: sbox = 5'h16;
            5'h1D: sbox = 5'h0A;
            5'h1E: sbox = 5'h0F;
            5'h1F: sbox = 5'h17;
            default: sbox = 5'h00;  
        endcase
    end
    endfunction
    genvar i;
    generate
        for (i = 0; i < 64; i = i + 1) begin
            assign {state_s[319-i], state_s[255-i], state_s[191-i], state_s[127-i], state_s[63-i]}
            = sbox({state_c[319-i], state_c[255-i], state_c[191-i], state_c[127-i], state_c[63-i]});
        end
    endgenerate
    assign state_l[319-:64] = state_s[319-:64] ^ {state_s[319-64+19-:19], state_s[319-:64-19]} ^ {state_s[319-64+28-:28], state_s[319-:64-28]};
    assign state_l[255-:64] = state_s[255-:64] ^ {state_s[255-64+61-:61], state_s[255-:64-61]} ^ {state_s[255-64+39-:39], state_s[255-:64-39]};
    assign state_l[191-:64] = state_s[191-:64] ^ {state_s[191-64+ 1-: 1], state_s[191-:64- 1]} ^ {state_s[191-64+ 6-: 6], state_s[191-:64- 6]};
    assign state_l[127-:64] = state_s[127-:64] ^ {state_s[127-64+10-:10], state_s[127-:64-10]} ^ {state_s[127-64+17-:17], state_s[127-:64-17]};
    assign state_l[ 63-:64] = state_s[ 63-:64] ^ {state_s[ 63-64+ 7-: 7], state_s[ 63-:64- 7]} ^ {state_s[ 63-64+41-:41], state_s[ 63-:64-41]};
    assign out_s   = state_l;
endmodule
```
==> results.json <==
{
  "drc_errors": 0,
  "cts-hold-fix-buffers": 0,
  "numSynthFlops": 586,
  "synthFlopType": "dfrtp_1",
  "tritoncts": "yes",
  "min_period_ns": 6.89,
  "critPathMaxFanout": 43,
  "wl_per_cell_um": 32.7,
  "place_congestion": 1.10,
  "finalSetupTns_ns": 0,
  "hold_class": "reg -> reg",
  "die_h_um": 435,
  "async_reset_ff_frac": 1.00,
  "root_buffer": "clkbuf_16",
  "grt_overflow": 0,
  "max_stage_delay_ns": 0.59,
  "start_kind": "input pin",
  "grt_max_degree": 100,
  "slew_headroom": 0.0450,
  "rows": 158,
  "via_per_inst": 5.76,
  "grt_use_total": 0.334,
  "synth_area_um2": 56100,
  "largest_area_cell": "dfrtp_1",
  "vias": 55000,
  "fin_ws_ns": 11.21,
  "slowest_stage": "or4_1",
  "ys_types": 86,
  "grt_setup_unrepaired": "no",
  "synth_warnings": 2,
  "drive_gt1_frac": 0.0996,
  "io_buffers": 271,
  "wl_um": 312000,
  "synth-cells-yosys": 6808,
  "htree_levels": 3,
  "core_area_um2": 186000,
  "place_hpwl_um": 239000,
  "yosysChipArea_um2": 56100,
  "finalSetupViolations": 0,
  "endpoint_kind": "flop",
  "cts-resized-gates": 0,
  "fin_worst_skew_ns": 0.0495,
  "areaGrowthSynthToFinish_pct": 16.5,
  "cts_setup_buffers": 0,
  "status": "completed",
  "edf_count": 0,
  "final_util": 0.352,
  "most_common_cell": "xnor2_1",
  "grt_pass1_vias": 50800,
  "clock-sinks": 586,
  "cts_made_buffers": 82,
  "path_common_cell": "buf_4",
  "crit_chain": "clkdlybuf4s50_1 > buf_4 > or4_1 > nor2_1 > nand2_1 > and3_4 > buf_4 > buf_4 > o311ai_0 > o21a_1",
  "synth_top_area_share": 0.260,
  "antenna_found_initial": 17,
  "netlist_instances": 6808,
  "tightest_slew_ns": 1.42,
  "insertion_delay_ns": 0.75,
  "post-route-period-util": 0.380,
  "postSynthAreaPerCell_um2": 8.24,
  "worstPathRequired_ns": 18.72,
  "pin_count": 272,
  "clk_pin_slew_worst_paths_ns": 0.05,
  "clk_path_buf_depth": 3,
  "grt_pass1_wl_um": 426000,
  "dp_cells": 9389,
  "top_cells_by_count": "xnor2_1 (771), xor2_1 (638), dfrtp_1 (583), nor2_1 (582), nand2_1 (535)",
  "ant_nets": 0,
  "cap_violations": 0,
  "fp.dieW_um": 435,
  "place_ws_ns": 10.62,
  "ys_seq_frac": 0.261,
  "fp_util": 0.302,
  "dieArea_um2": 189000,
  "clock.fmax_mhz": 145,
  "drtPass1Iterations": 6,
  "synth.area.top_cells": "dfrtp_1 (26%), xnor2_1 (12%), xor2_1 (10%)",
  "warnings": 256,
  "hold_violations": 0,
  "cp.arrival_ns": 7.51,
  "drtIter0Drc": 5803,
  "critical_path_class": "in -> reg",
  "finalMaxSlewViolations": 0,
  "layout.cells.non_filler": 9543
}
-- flip-flops by register name (all words and copies together), names as in the netlist --
signal,count
state,320
out_ready,1
key,128
block_flag,3
permutation.round_cnt,4
out_block,128
assoc_mark,1
permutation.out_pend,1
-- path summary, 6_finish.rpt --
kind                                           start                   endpoint  slack (ns)  cells past startpoint
max                                       blk_len[0]  out_block[98]$_DFFE_PN0P_       11.21                     10
min                            out_ready$_DFFE_PN1P_      out_ready$_DFFE_PN1P_        0.47                      2
max reg2reg                block_flag[2]$_DFFE_PN0P_  out_block[98]$_DFFE_PN0P_       13.70                     10
min reg2reg                    out_ready$_DFFE_PN1P_      out_ready$_DFFE_PN1P_        0.47                      2
max in group asynchronous                       rstn      state[28]$_DFFE_PN0P_       12.78                      4
min in group asynchronous                       rstn  out_block[42]$_DFFE_PN0P_        2.80                      1
-- critical path: cells and delay by family --
| kind | cells | cell delay, ns |
|---|---|---|
| simple gates | 4 | 1.41 |
| buf+inv | 4 | 1.91 |
| compound gates | 2 | 0.39 |
-- stage by stage --
step	hold slack, ns	instance area [um^2]
after global routing	0.499	65300
after detailed placement	0.462	62500
final	0.468	65400
after floorplan	0.426	56100
after global placement	0.458	62500
after CTS	0.471	65300
-- layout make-up --
class,instances,area [um^2]
Sequential cell,586,14700
Tap cell,2480,3100
Multi-Input combinational cell,5459,38500
Timing Repair Buffer,603,5210
Antenna cell,8,20.0
Inverter,261,980
Fill cell,18800,120000
Clock buffer,110,2380
Clock inverter,36,485
-- cells in the final DEF (no fill, tap or decap), types with 15 or more instances in the layout --
cell and instances:
o22ai_1 28, clkinv_2 15, nand2b_1 41, nand2_1 532
inv_1 260, a221oi_1 48, mux2_2 132, xor2_1 637
a31oi_1 55, clkbuf_16 87, nand3_1 50, o21a_1 54
a22oi_1 96, a21oi_1 478, clkdlybuf4s50_1 264, and3_1 59
buf_4 331, dfrtp_1 582, nor2_1 578, mux2i_1 62
o221ai_1 90, o311ai_0 97, o211ai_1 138, o21ai_1 22
ha_1 347, xnor2_1 766, a21o_1 70, a211o_1 53
nor3_1 224, a211oi_1 51, o21ai_0 467, mux2i_2 21
o31ai_1 16, a311oi_1 15
-- kinds of logic after synthesis --
group | share of synthesized area
simple gates | 0.125
compound gates | 0.214
mux | 0.0417
flops | 0.261
fa+ha+maj | 0.0799
xor+xnor | 0.221
buf+inv | 0.0573
-- metal layers --
layer,track usage,share of wire,vias up
met3,0.111,0.11,820
li1,-,-,24100
met1,0.441,0.40,27000
met2,0.473,0.41,2976
met5,0,0.00045,-
met4,0.208,0.080,22
